## flow/design.v

```verilog
`timescale 1ns / 1ps
module RegFile(
  input                   clk,
  input                   rst,
  input                   write_en,
  input   [(5) - 1:0] write_addr,
  input   [(6) - 1:0] write_ref_id,
  input                   commit_en,
  input                   commit_restore,
  input   [(5) - 1:0] commit_addr,
  input   [(32) - 1:0]     commit_data,
  input                   read_en_1,
  input                   read_en_2,
  input   [(5) - 1:0] read_addr_1,
  input   [(5) - 1:0] read_addr_2,
  output                  read_is_ref_1,
  output                  read_is_ref_2,
  output  [(32) - 1:0]     read_data_1,
  output  [(32) - 1:0]     read_data_2
);
  reg is_ref[31:0];
  reg[(32) - 1:0] reg_val[31:0];
  reg[(6) - 1:0] ref_id[31:0];
  always @(posedge clk) begin
    if (!rst || commit_restore) begin
      integer i;
      for (i = 0; i < 32; i = i + 1) begin
        is_ref[i] <= 0;
      end
    end
    else begin
      if (write_en) begin
        is_ref[write_addr] <= 1;
      end
      if (commit_en && !(write_en && commit_addr == write_addr)) begin
        is_ref[commit_addr] <= 0;
      end
    end
  end
  always @(posedge clk) begin
    if (!rst) begin
      integer i;
      for (i = 0; i < 32; i = i + 1) begin
        reg_val[i] <= 0;
      end
    end
    else if (commit_en && |commit_addr) begin
      reg_val[commit_addr] <= commit_data;
    end
  end
  always @(posedge clk) begin
    if (!rst) begin
      integer i;
      for (i = 0; i < 32; i = i + 1) begin
        ref_id[i] <= 0;
      end
    end
    else if (write_en && |write_addr) begin
      ref_id[write_addr] <= write_ref_id;
    end
  end
  reg read_is_ref_1;
  reg[(32) - 1:0] read_data_1;
  always @(*) begin
    if (!rst) begin
      read_is_ref_1 <= 0;
      read_data_1 <= 0;
    end
    else if (read_en_1) begin
      if (commit_restore) begin
        read_is_ref_1 <= 0;
        read_data_1 <= reg_val[read_addr_1];
      end
      else if (write_en && read_addr_1 == write_addr) begin
        read_is_ref_1 <= 1;
        read_data_1 <= {
          {(32 - 6){1'b0}},
          write_ref_id
        };
      end
      else if (commit_en && read_addr_1 == commit_addr) begin
        read_is_ref_2 <= 0;
        read_data_2 <= commit_data;
      end
      else begin
        read_is_ref_1 <= is_ref[read_addr_1];
        if (is_ref[read_addr_1]) begin
          read_data_1 <= {
            {(32 - 6){1'b0}},
            ref_id[read_addr_1]
          };
        end
        else begin
          read_data_1 <= reg_val[read_addr_1];
        end
      end
    end
    else begin
      read_is_ref_1 <= 0;
      read_data_1 <= 0;
    end
  end
  reg read_is_ref_2;
  reg[(32) - 1:0] read_data_2;
  always @(*) begin
    if (!rst) begin
      read_is_ref_2 <= 0;
      read_data_2 <= 0;
    end
    else if (read_en_2) begin
      if (commit_restore) begin
        read_is_ref_2 <= 0;
        read_data_2 <= reg_val[read_addr_2];
      end
      else if (write_en && read_addr_2 == write_addr) begin
        read_is_ref_2 <= 1;
        read_data_2 <= {
          {(32 - 6){1'b0}},
          write_ref_id
        };
      end
      else if (commit_en && read_addr_2 == commit_addr) begin
        read_is_ref_2 <= 0;
        read_data_2 <= commit_data;
      end
      else begin
        read_is_ref_2 <= is_ref[read_addr_2];
        if (is_ref[read_addr_2]) begin
          read_data_2 <= {
            {(32 - 6){1'b0}},
            ref_id[read_addr_2]
          };
        end
        else begin
          read_data_2 <= reg_val[read_addr_2];
        end
      end
    end
    else begin
      read_is_ref_2 <= 0;
      read_data_2 <= 0;
    end
  end
endmodule  
```

## flow/run.sh

```bash
#!/bin/bash
# OpenROAD 26Q1-2900-gdf79404cd8, Yosys 0.63+post, stock flow scripts
make -C /OpenROAD-flow-scripts/flow DESIGN_CONFIG=/design/flow/config.mk WORK_HOME=/design/flow/orfs finish
```

## flow/config.mk

```make
export PLATFORM = sky130hd
export DESIGN_NAME = RegFile
export DESIGN_NICKNAME = RegFile
export VERILOG_FILES = /design/flow/design.v
export SDC_FILE = /design/flow/constraint.sdc
export NUM_CORES = 4
export LEC_CHECK = 1
export CORE_UTILIZATION = 50
```

## flow/constraint.sdc

```tcl
current_design RegFile

set clk_period 10.5
set clk_io_pct 0.2

create_clock -name clk0 -period $clk_period [get_ports {clk}]

set non_clock_inputs [all_inputs -no_clocks]
set_input_delay [expr $clk_period * $clk_io_pct] -clock clk0 $non_clock_inputs
set_output_delay [expr $clk_period * $clk_io_pct] -clock clk0 [all_outputs]
```

==> impl_metrics.py <==
# Physical implementation metrics
metrics = {
    "run_status": {
        "status": "aborted with a tool error",
        "firstError": "ERROR: Found 32 problems in 'check -assert'.",
        "lastStage": "synthesis (1_2_yosys)",
    },
    "logic_synthesis": {
        "synthFlopType": "edfxtp_1",
        "ys_area_um2": 68500,
        "ys_ff": 1313,
        "async_flop_share_pct": 0,
        "ys_cells": 4443,
        "ys_types": 60,
        "synth-edff-count": 1216,
        "yosysWarnings": 1,
    },
}
synth_stat cells (5+ instances only):
cell type / count / area share (%)
edfxtp_1: 1216 / 53
dfxtp_1: 32 / 0.93
and2_1: 1182 / 11
o21ai_0: 112 / 0.82
and3_1: 5 / 0.046
xnor2_1: 13 / 0.17
mux4_2: 718 / 24
or2_2: 5 / 0.046
inv_1: 8 / 0.044
a22o_1: 30 / 0.38
nand2b_1: 16 / 0.15
nor4_1: 5 / 0.046
dlxtn_1: 65 / 1.4
nor2_1: 109 / 0.60
nor3_1: 8 / 0.058
a21oi_1: 61 / 0.45
nand3_1: 10 / 0.073
nor2b_1: 12 / 0.11
o22ai_1: 20 / 0.18
o2111ai_1: 5 / 0.064
a22oi_1: 22 / 0.24
o221ai_1: 11 / 0.14
clkbuf_1: 328 / 1.8
buf_1: 33 / 0.18
a211oi_1: 30 / 0.33
a221oi_1: 7 / 0.089
mux2_2: 54 / 0.89
buf_2: 88 / 0.64
a21boi_0: 5 / 0.055
o211ai_1: 26 / 0.28
nor3b_1: 5 / 0.055
mux2i_1: 46 / 0.67
buf_6: 5 / 0.082
nand4_1: 5 / 0.046
nand2_1: 77 / 0.42
buf_4: 11 / 0.12
a221o_1: 11 / 0.16
xor2_1: 12 / 0.15
kinds of logic after synthesis:
family	count (synthesis)	synth area share (%)
AND-OR/OR-AND	352	3.35
XOR/XNOR	25	0.319
buffers and inverters	476	2.88
flip-flops	1248	54.2
latches	65	1.42
multiplexers	818	25.2
other	1	0.00547
AND/OR/NAND/NOR	1458	12.7
