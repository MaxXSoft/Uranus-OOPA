File: ./config.mk
export PLATFORM = sky130hd
export DESIGN_NAME = PC
export DESIGN_NICKNAME = PC
export VERILOG_FILES = /design/flow/design.v
export SDC_FILE = /design/flow/constraint.sdc
export NUM_CORES = 4
export LEC_CHECK = 1
export CORE_UTILIZATION = 30
File: ./constraint.sdc
current_design PC

set clk_period 15.0
set clk_io_pct 0.2

create_clock -name clk0 -period $clk_period [get_ports {clk}]

set non_clock_inputs [all_inputs -no_clocks]
set_input_delay [expr $clk_period * $clk_io_pct] -clock clk0 $non_clock_inputs
set_output_delay [expr $clk_period * $clk_io_pct] -clock clk0 [all_outputs]
File: ./design.v
`timescale 1ns / 1ps
module BTB(
  input               clk,
  input               rst,
  input               is_branch_in,
  input               is_jump_in,
  input   [(32) - 1:0] inst_pc,
  input   [(32) - 1:0] target_in,
  input   [(32) - 1:0] pc_in,
  output              is_branch_out,
  output              is_jump_out,
  output  [(32) - 1:0] target_out
);
  wire line_write_en[(2 ** (6)) - 1:0];
  wire btb_valid_out[(2 ** (6)) - 1:0];
  wire btb_is_jump_out[(2 ** (6)) - 1:0];
  wire[((32) - (6) - 2) - 1:0] btb_pc_out[(2 ** (6)) - 1:0];
  wire[(32) - 1:0] btb_target_out[(2 ** (6)) - 1:0];
  genvar i;
  generate
    for (i = 0; i < (2 ** (6)); i = i + 1) begin
      BTBLine line(
        .clk          (clk),
        .rst          (rst),
        .write_en     (line_write_en[i]),
        .valid_in     (1'b1),
        .is_jump_in   (is_jump_in),
        .pc_in        (inst_pc[(32) - 1:(6) + 2]),
        .target_in    (target_in),
        .valid_out    (btb_valid_out[i]),
        .is_jump_out  (btb_is_jump_out[i]),
        .pc_out       (btb_pc_out[i]),
        .target_out   (btb_target_out[i])
      );
    end
  endgenerate
  wire[6 - 1:0] line_index;
  wire is_btb_hit;  
  assign line_index = pc_in[(6) + 1:2];
  assign is_btb_hit = btb_valid_out[line_index]
      && btb_pc_out[line_index] == pc_in[(32) - 1:(6) + 2];
  wire btb_write_en;
  assign btb_write_en = is_branch_in;
  generate
    for (i = 0; i < (2 ** (6)); i = i + 1) begin
      assign line_write_en[i] = btb_write_en
          ? inst_pc[(6) + 1:2] == i : 0;
    end
  endgenerate
  assign is_branch_out = is_btb_hit;
  assign is_jump_out = is_btb_hit ? btb_is_jump_out[line_index] : 0;
  assign target_out = is_btb_hit ? btb_target_out[line_index] : 0;
endmodule  
`timescale 1ns / 1ps
module BTBLine(
  input                 clk,
  input                 rst,
  input                 write_en,
  input                 valid_in,
  input                 is_jump_in,
  input   [((32) - (6) - 2) - 1:0] pc_in,
  input   [(32) - 1:0]   target_in,
  output                valid_out,
  output                is_jump_out,
  output  [((32) - (6) - 2) - 1:0] pc_out,
  output  [(32) - 1:0]   target_out
);
  reg valid;
  reg is_jump;
  reg[((32) - (6) - 2) - 1:0] pc;
  reg[(32) - 1:0] target;
  assign valid_out  = valid;
  assign pc_out     = pc;
  assign target_out = target;
  assign is_jump_out = is_jump;
  always @(posedge clk) begin
    if (!rst) begin
      valid <= 0;
      is_jump <= 0;
      pc <= 0;
      target <= 0;
    end
    else if (write_en) begin
      valid <= valid_in;
      is_jump <= is_jump_in;
      pc <= pc_in;
      target <= target_in;
    end
  end
endmodule  
`timescale 1ns / 1ps
module GHR(
  input               clk,
  input               rst,
  input               is_branch,
  input               is_taken,
  output  [(5) - 1:0]  ghr_out
);
  reg[(5) - 1:0] ghr;
  assign ghr_out = ghr;
  always @(posedge clk) begin
    if (!rst) begin
      ghr <= 0;
    end
    else if (is_branch) begin
      ghr <= {ghr[5 - 2:0], is_taken};
    end
  end
endmodule  
`timescale 1ns / 1ps
module PC(
  input               clk,
  input               rst,
  input               flush,
  input               stall,
  input   [(32) - 1:0] exc_pc,
  input               is_branch_in,      
  input               is_jump_in,        
  input               is_taken_in,       
  input   [(5) - 1:0]  last_pht_index,    
  input   [(32) - 1:0] inst_pc,           
  input   [(32) - 1:0] target_in,         
  output              is_branch_taken,
  output  [(5) - 1:0]  pht_index_out,
  output  [(32) - 1:0] pc_out
);
  reg[(32) - 1:0] pc_reg, pc_out_reg;
  assign pc_out = pc_out_reg;
  wire[(5) - 1:0] ghr_out;
  GHR ghr_reg(
    .clk              (clk),
    .rst              (rst),
    .is_branch        (is_branch_in),
    .is_taken         (is_taken_in),
    .ghr_out          (ghr_out)
  );
  wire[(5) - 1:0] pht_index;
  wire pht_is_taken;
  assign pht_index = pc_out[5 + 1:2] ^ ghr_out;   
  assign pht_index_out = pht_index;
  PHT pht(
    .clk              (clk),
    .rst              (rst),
    .is_last_branch   (is_branch_in),
    .is_last_taken    (is_taken_in),
    .last_index       (last_pht_index),
    .index            (pht_index),
    .is_taken_out     (pht_is_taken)
  );
  wire btb_is_branch, btb_is_jump;
  wire[(32) - 1:0] btb_target;
  BTB btb(
    .clk              (clk),
    .rst              (rst),
    .is_branch_in     (is_branch_in),
    .is_jump_in       (is_jump_in),
    .inst_pc          (inst_pc),
    .target_in        (target_in),
    .pc_in            (pc_out),
    .is_branch_out    (btb_is_branch),
    .is_jump_out      (btb_is_jump),
    .target_out       (btb_target)
  );
  reg[(32) - 1:0] next_pc;
  assign is_branch_taken = btb_is_branch && (pht_is_taken || btb_is_jump);
  always @(*) begin
    if (flush) begin
      next_pc <= exc_pc;
    end
    else if (stall) begin
      next_pc <= pc_reg;
    end
    else if (is_branch_taken) begin
      next_pc <= btb_target;
    end
    else begin
      next_pc <= pc_reg + 4;
    end
  end
  always @(posedge clk) begin
    if (!rst) begin
      pc_reg <= 32'hbfc00000 + 4;
      pc_out_reg <= 32'hbfc00000;
    end
    else if (flush) begin
      pc_reg <= next_pc;
      pc_out_reg <= is_branch_in ? inst_pc + 4 : 32'hffffffff;
    end
    else if (!stall) begin
      pc_reg <= next_pc;
      pc_out_reg <= pc_reg;
    end
  end
endmodule  
`timescale 1ns / 1ps
module PHT(
  input               clk,
  input               rst,
  input               is_last_branch,
  input               is_last_taken,
  input   [(5) - 1:0]  last_index,
  input   [(5) - 1:0]  index,
  output              is_taken_out
);
  reg[1:0] counters[(2 ** (5)) - 1:0];
  assign is_taken_out = |(counters[index] & 2'b10);
  always @(posedge clk) begin
    if (!rst) begin
      integer i;
      for (i = 0; i < (2 ** (5)); i = i + 1) begin
        counters[i] <= 2'b10;
      end
    end
    else if (is_last_branch) begin
      if (&counters[last_index]) begin
        if (!is_last_taken) begin
          counters[last_index] <= counters[last_index] - 1;
        end
      end
      else if (!|counters[last_index]) begin
        if (is_last_taken) begin
          counters[last_index] <= counters[last_index] + 1;
        end
      end
      else begin
        if (!is_last_taken) begin
          counters[last_index] <= counters[last_index] - 1;
        end
        else begin
          counters[last_index] <= counters[last_index] + 1;
        end
      end
    end
  end
endmodule  
File: ./run.sh
#!/bin/bash
# OpenROAD 26Q1-2900-gdf79404cd8, Yosys 0.63+post, stock flow scripts
make -C /OpenROAD-flow-scripts/flow DESIGN_CONFIG=/design/flow/config.mk WORK_HOME=/design/flow/orfs finish
==> reports/qor.yml <==
cts_hold_buffers: 0
drt_wl_total_mm: 1090
ys_top_cells_by_count: "7667 x nand2_1, 3783 x a21oi_1, 3781 x dfxtp_1, 1818 x clkbuf_1, 1151 x a22oi_1"
ys_sh_mux_pct: 1.08
ios: 146
numPortBuffers: 145
hpwl_mm: 652
clockBufferDepth: 4
largest_area_cell: "dfxtp_1"
adder_share_pct: 0.0546
p_per_area_mw_per_mm2: 122
synthToLayoutAreaGrowth_pct: 15.3
criticalPathCategory: "reg -> out"
rsz0062_at_grt: "false"
cts_buffers: 415
num_vias: 182000
arrival_ns: 8.83
tightestPinTransition_ns: 1.69
yosysWarnings: 5
cts_setup_buffers: 0
ys_cells: 21500
syn-cell-area_sq_mm: 0.160
reg2reg_depth: 18
drc: 0
clock-root-buffer: "clkbuf_16"
ys_ff: 3845
cts.reportedPaths.clkPinSlew_ns: 0.06
slowest_delay_ns: 1.29
dieArea_sq_mm: 0.538
setup_tns_ns: 0
fp_util_pct: 30.1
antenna_found_initial: 178
leakage_nw: 60.0
grt.total_usage_pct: 40.1
grt_first_pass_wirelength_mm: 1430
clock_skew_ns: 0.0919
dieHeight_um: 733
compound_area_share_pct: 19.2
htreeDepth: 5
synth_area_per_cell_sq_um: 7.46
crit_path_end_kind: "output port"
status: "finished with violations"
synthFlopType: "dfxtp_1"
critPathMaxFanout: 47
core_sq_mm: 0.533
yosys_area_sq_mm: 0.160
grt_overflow: 0
cts_sinks: 3845
initialDrtViolationCount: 28400
stdcell_area_sq_mm: 0.185
slew_headroom_pct: -13.5
synthArstFlopShare_pct: 0
setup_viol: 0
place_area_sq_mm: 0.170
logic_family: "simple AND/OR/NAND/NOR gates"
largest_register_ffs: 2048
die_x_um: 733
holdWs_ns: 0.450
wl_per_cell_um: 38.3
fmax_mhz: 84.5
grt_pass1_vias: 160000
synth_cells: 21500
cap_violations: 2
peakVddDrop_mv: 0.112
rows: 268
worstHoldPathType: "reg -> reg"
fillers: 54500
ys_seq_share_pct: 48.4
violations: "max-capacitance violations, max-slew violations"
hold_viol: 0
xor_share_pct: 0.311
fin_crit_ns: 11.83
crit_path_start_kind: "flip-flop"
grt_max_degree: 164
cts-resized-gates: 0
cp.required_ns: 12.00
synthDistinctLibCells: 94
drive_above_1_share_pct: 8.88
path_cells: "buf_4 -> and2_4 -> buf_4 -> buf_4 -> buf_4 -> nand4_1 -> nand4_1 -> nor4_1 -> buf_4 -> nor2_1 -> nor4_1 -> nor3_1 -> buf_4 -> nand4b_1 -> nor3_1 -> buf_4 -> clkdlybuf4s50_1"
synth.most_common_cell: "nand2_1"
finalCritPeriodShare_pct: 78.9
postLayoutCoreUtil_pct: 34.7
simple_gate_area_share_pct: 25.7
clk_latency_ns: 1.15
warnings: 73
whs_path_depth: 2
top_cells_by_area: "dfxtp_1 47%, nand2_1 18%, a21oi_1 12%"
crit_top_cell: "buf_4"
drtPass1Iterations: 10
ant_nets: 0
place_congestion: 1.06
top_area_share_pct: 47.2
cp_slowest_cell: "nor3_1"
finalMaxSlewViolations: 4
via_per_inst: 6.43
cts_tree: "built"
synth-edff-count: 64
critical path: cells and delay by family (launching register included):
family | cells | cell delay [ns]
buf+inv | 8 | 3.72
flops | 1 | 0.65
simple gates | 9 | 3.12
cell usage in the layout (no fill, tap or decap), types with 130 or more instances in the layout:
cell and instances:
a21oi_1 3783, a22oi_1 1151, and3_1 311, buf_4 788, clkbuf_16 422, dfxtp_1 3775, diode_2 267, nand2_1 7633
nand3_1 662, nand4_1 408, nor2_1 288, nor2_4 130
power by group:
part	switching [mW]	leakage (nW)	internal [mW]
registers	0.0729	31.0	10.3
logic	1.23	22.1	0.243
clock network	4.77	6.88	6.05
total	6.06	60.0	16.6
routing by layer:
| metal | wire [um] | global-route usage (%) | vias up | share of wire [%] |
|---|---|---|---|---|
| met2 | 402000 | 49.3 | 18200 | 37 |
| met3 | 204000 | 28.2 | 5950 | 19 |
| li1 | - | - | 71800 | - |
| met1 | 362000 | 46.3 | 86100 | 33 |
| met4 | 115000 | 32.6 | 147 | 11 |
| met5 | 3090 | 5.17 | - | 0.28 |
area by class of cell:
cell class,count,area (sq um),area share [%]
well taps,7020,8780,4.75
clock buffers,634,12500,6.73
flip-flops and latches,3845,77600,42.0
clock inverters,126,1440,0.777
diodes,267,668,0.361
multi-input cells,15500,76200,41.2
inverters,19,78.8,0.0426
repair buffers,966,7710,4.17
logic make-up after synthesis:
kind of cell	Yosys count
buffers and inverters	2204
and+or+nand+nor	9910
xor gates and xnor gates	57
adders and majority gates	7
muxes	135
DFF	3845
AOI/OAI and AO/OA	5356
stage by stage:
stage	setup slack [ns]	std cells	total power [mW]
2_1_floorplan	8.47	21500	11.2
3_3_place_gp	5.20	27300	11.9
3_5_place_dp	5.17	27300	11.9
4_1_cts	4.06	28100	22.4
5_1_grt	3.63	28100	22.9
6_report	3.17	28300	22.7
worst paths after layout:
kind | slack, ns | from | endpoint
worst min-delay path | 0.45 | btb.genblk1[0].line.target[22] | btb.genblk1[0].line.target[22]
worst max-delay path | 3.17 | pc_out_reg[3] | is_branch_taken
worst max register to register | 6.70 | pc_out_reg[3] | pc_reg[0]
worst min register to register | 0.45 | btb.genblk1[0].line.target[22] | btb.genblk1[0].line.target[22]
No activity file was given, so power comes from the tool's default toggle rates.
